$ cat flow/run.sh
#!/bin/bash
# OpenROAD 26Q1-2900-gdf79404cd8, Yosys 0.63+post, stock flow scripts
make -C /OpenROAD-flow-scripts/flow DESIGN_CONFIG=/design/flow/config.mk WORK_HOME=/design/flow/orfs finish
$ cat flow/config.mk
export PLATFORM = sky130hd
export DESIGN_NAME = clk_div
export DESIGN_NICKNAME = clk_div
export VERILOG_FILES = /design/flow/design.v
export SDC_FILE = /design/flow/constraint.sdc
export NUM_CORES = 4
export LEC_CHECK = 1
export CORE_AREA = 10 10 107 107
export DIE_AREA = 0 0 117 117
$ cat flow/constraint.sdc
current_design clk_div

set clk_period 4.7
set clk_io_pct 0.2

create_clock -name clk0 -period $clk_period [get_ports {clk}]

set non_clock_inputs [all_inputs -no_clocks]
set_input_delay [expr $clk_period * $clk_io_pct] -clock clk0 $non_clock_inputs
set_output_delay [expr $clk_period * $clk_io_pct] -clock clk0 [all_outputs]
$ cat flow/design.v
module clk_div (input clk, input [31:0] div, output reg slow_clk);
	reg [31:0] counter;
	initial begin
		counter <= 0;
		slow_clk <= 0;
	end
	always @(posedge clk) begin
		counter <= counter + 1;
		if (counter == {0, div[31:1]}) begin
			counter <= 0;
			slow_clk = ~slow_clk;
		end
	end
endmodule
==> job_summary.md <==
## Synthesis and layout report

| Metric | Value |
|---|---|
| Outcome | complete, no violations |
| CP Capture Type | flop |
| Max Cap Viol | 0 |
| Logic pwr share | 8.2% |
| GRT Overall Usage | 7.38% |
| DR iter-0 viols | approximately 170 |
| Post-DRT Antenna Nets | 0 |
| Gate Count Post-Synth | about 210 |
| Crit Path Class | in2reg |
| Xor/xnor share of the synthesized area | slightly below 20% |
| Hold_buf cts | 0 |
| Most frequent logic cell in the layout | xnor2_1 |
| FMAX | around 320 MHz |
| Port bufs | 32 |
| Root buffer cell | clkbuf_8 |
| Layout cells sized above 1 | ~11% |
| H-Tree Depth | 2 |
| Worst slew margin | around 40% |
| Max VDD drop | about 0.00009 V |
| NetSw | roughly 110 uW |
| Clk latency of the worst-skew pair | between 0.2 and 0.3 ns |
| Post-CTS Resized | 0 |
| Tally of OpenROAD warnings | 26 |
| Vias in the first global route | ~1600 |
| Yosys warning total | 1 |
| Power density cells | around 220 mW/mm2 |
| Leak | 0.000804 uW |
| Dpl cell area | between 0.002 and 0.0025 mm2 |
| TritonCTS clock tree | built |
| Placeable Area | 0.00920 mm2 |
| Clock buffer depth | 2 |
| First-pass GRT wire length | approximately 8100 um |
| Final non-filler cell total | approximately 350 |
| Synthesis area per yosys | slightly below 0.002 mm2 |
| Ys flop type | dfxtp_1 |
| Top cells excl fill/tap | 33 x xnor2_1, 32 x dfxtp_1, 32 x clkdlybuf4s50_1 |
| Yosys adder share | 0.644% |
| Finished Cell Area | 0.00244 mm2 |
| Largest net degree at the start of global routing | 18 |
| Final Util | a little over a quarter |
| Die Area | 0.0137 mm2 |
| Flops after synth | 33 |
| Sw frac | between 20 and 25% |
| Vias post-DR | 1653 |
| Clock power frac | between 30% and 40% |
| Mapped Area | between 0.0015 and 0.002 mm2 |
| Count of unique library cells instantiated by Yosys | 37 |
| Largest cells by area | dfxtp_1 33%, xnor2_1 15%, a22oi_1 5.4%, nand4_1 4.5%, xor2_1 4.5% |
| Final hold vios | 0 |
| Post-DP HPWL | about 3800 um |
| Worst r2r src | counter[21] |
| Chip width | 117 um |
| Sink Count | 33 |
| Final WS setup | around 1.6 ns |
| Crit path launch | div[22] |
| Final Skew | around 0.0058 ns |
| Initial antenna violation count | 0 |
| Via density | approximately 4.7 |
| Routed wire length | between 4000 and 5000 um |
| Dominant combinational family | simple AND/OR/NAND/NOR gates |
| Post-Place Worst Slack | 1.32 ns |
| Setup-failing EPs final | 0 |
| Critical Path AT | approximately 3.3 ns |
| Die Ht | 117 um |
| Aoi share | 16.9% |
| Post-synth top area share | 33.0% |
| Post-synthesis mux area share | 0% |
| Io pins | 34 |
| EDFF count, synth | 1 |
| Setup TNS | 0 ns |
| Post-layout period usage of the worst path | between 60% and 70% |
| CP Launch Type | input port |
| Wire per inst | approximately 14 um |
| CP max FO | 15 |
| Worst Max-Slew Pin Slew | between 0.8 and 0.9 ns |
| Worst Hold Class | reg2reg |
| CTS buffer count | 5 |
| Yosys stat cell total | about 210 |
| Area leader, netlist | dfxtp_1 |
| Post-synthesis simple-gate area fraction | approximately a quarter |
| Layout area overhead | 25.6% |
| Power Internal | approximately 430 uW |
| Detailed Routing Iterations Pass 1 | 4 |
| Rows | 35 |
| Post-CTS Setup Inserts | 0 |
| Worst EP required | just under 5 ns |
| Min-delay src | counter[26] |
| Register clock-pin slew on the reported worst setup and hold paths | 0.06 ns |
| Placed Cells incl. Taps | about 350 |
| Final Max Tran Viols | 0 |
| Synthesized area per cell | 9.17 um2 |
| Unrepaired setup endpoints after global routing | false |
| DRC errors left | 0 |
| Reg power frac | a little over half |
| Routability cong. | approximately 0.83 |
| Min Tclk post-route | roughly 3.1 ns |
| Aggregate global routing overflow | 0 |
| Post-synth seq share | about a third |
| Async SR Flop Fraction | 0% |
| Antenna Cells | 0 |
| Floorplan core density | a little over a fifth |
[flip-flops by register name, summed over array words and instances (netlist names)]
| register | cells |
|---|---|
| counter | 32 |
| slow_clk | 1 |
[logic make-up after synthesis]
group / after synthesis
XOR/XNOR: 43
AND/OR/NAND/NOR: 69
buffers and inverters: 16
AND-OR/OR-AND: 50
adder cells (fa/ha/maj): 1
flip-flops: 33
[final cells by class]
| cell class | count | area (um2) |
|---|---|---|
| fill | 967 | 6760 |
| multi-input combinational | 163 | 1180 |
| sequential | 33 | 671 |
| timing repair buffer | 36 | 350 |
| tap | 111 | 139 |
| clock buffer | 7 | 86.3 |
| inverter | 3 | 11.3 |
[worst paths after layout]
| path | cells after the start | slack, ns | end |
|---|---|---|---|
| min | 2 | 0.51 | counter[26] |
| max reg2reg | 5 | 2.27 | counter[13] |
| max | 6 | 1.56 | counter[13] |
| min reg2reg | 2 | 0.51 | counter[26] |
[metal layers]
layer	part of all wire [%]	vias to the layer above	GRT usage [%]	routed length, um
met5	0	-	0	0
met4	1.1	0	1.24	55
met3	7.5	5	2.27	371
met2	45	40	11.0	2200
met1	47	752	10.5	2310
li1	-	856	-	-
[metrics by stage]
stage / total power (uW) / hold WS (ns)
2_1_floorplan: 300 / 0.461
3_3_place_gp: 332 / 0.494
3_5_place_dp: 332 / 0.501
4_1_cts: 547 / 0.511
5_1_grt: 562 / 0.522
6_report: 540 / 0.511
[worst max-delay path: stages]
cell	delay, ns
clkdlybuf4s50_1	0.43
xor2_1	0.15
or4_1	0.55
nor4_4	0.77
buf_4	0.34
a22oi_1	0.11
[power groups by stage]
stage / sequential (uW) / combinational [uW] / clock [uW]
after CTS: 281 / 45.3 / 221
after global routing: 280 / 47.8 / 234
final: 281 / 44.3 / 215
[cell usage after synthesis (2+ instances only)]
cell	count
o31ai_1	4
nor4_1	2
or4_1	4
nand3_1	12
or3_1	8
xnor2_1	33
dfxtp_1	32
buf_4	2
a22oi_2	2
buf_6	2
or4_4	3
buf_2	3
and4_1	3
a21oi_1	13
clkbuf_1	5
inv_1	3
xor2_1	10
nand4_1	14
a22oi_1	14
nand2_1	8
o21ai_0	12
and4_2	2
nor3_1	3
a2bb2oi_1	2
or3_2	4
No activity file was given, so power comes from the tool's default toggle rates.
